==> /design/flow/run.sh <==
#!/bin/bash
# OpenROAD 26Q1-2900-gdf79404cd8, Yosys 0.63+post, stock flow scripts
make -C /OpenROAD-flow-scripts/flow DESIGN_CONFIG=/design/flow/config.mk WORK_HOME=/design/flow/orfs finish
==> /design/flow/config.mk <==
export PLATFORM = sky130hd
export DESIGN_NAME = top
export DESIGN_NICKNAME = top
export VERILOG_FILES = /design/flow/design.v
export SDC_FILE = /design/flow/constraint.sdc
export NUM_CORES = 4
export LEC_CHECK = 1
export CORE_UTILIZATION = 40
==> /design/flow/constraint.sdc <==
current_design top

set clk_period 6.9
set clk_io_pct 0.2

create_clock -name clk0 -period $clk_period [get_ports {clk}]

set non_clock_inputs [all_inputs -no_clocks]
set_input_delay [expr $clk_period * $clk_io_pct] -clock clk0 $non_clock_inputs
set_output_delay [expr $clk_period * $clk_io_pct] -clock clk0 [all_outputs]
==> /design/flow/design.v <==
`timescale 1ns / 1ps
module top(
input clk,
input start,
input [7:0] txin,  
output reg tx,  
input rx,
output [7:0] rxout,
output rxdone, txdone   
);
parameter clk_value = 100_000, baud = 9600;  
parameter wait_count = clk_value/baud;  
reg bitDone = 0;
integer count = 0;
parameter idle = 0, send = 1, check = 2;
reg[1:0] state = idle;
always@(posedge clk) begin
    if(state == idle) begin
        count <= 0;
    end
    else begin
        if(count ==  wait_count) begin
            bitDone <= 1;  
            count <= 0;  
        end
        else begin
            count <= count + 1;
            bitDone <= 0;
        end
    end
end
reg [9:0] txData;   
integer bitIndex = 0;  
reg[9:0] shifttx = 0;  
always@(posedge clk) begin
    case(state) 
        idle: begin
                tx <= 1'b1;   
                txData <= 0;  
                bitIndex <= 0;  
                shifttx <= 0;
                if(start == 1) begin
                    txData <= {1'b1, txin, 1'b0};  
                    state <= send;
                end
                else begin
                    state <= idle;  
                end
              end
        send: begin
                tx <= txData[bitIndex];  
                state <= check;
                shifttx <= {txData[bitIndex], shifttx[9:1]};        
              end
        check: begin
                if(bitIndex <= 9)  
                    begin
                        if(bitDone == 1'b1) 
                            begin
                                state <= send;
                                bitIndex = bitIndex + 1;
                            end
                    end
                else begin     
                    state <= idle;
                    bitIndex <= 0;
                end
               end
        default: state <= idle;
    endcase
end
assign txdone = (bitIndex == 9 && bitDone == 1'b1) ? 1 : 0;  
integer rcount = 0;  
integer rindex = 0;  
parameter ridle = 0, rwait = 1, recv = 2, rcheck = 3;
reg [1:0] rstate;
reg [9:0] rxdata;
always@(posedge clk) begin
    case(rstate)
        ridle: begin
                    rxdata <= 0;
                    rindex <= 0;
                    rcount <= 0;
                        if(rx == 0)  
                        begin
                            rstate <= rwait; 
                        end
                        else begin
                            rstate <= ridle;
                        end
                end     
        rwait: begin
                if(rcount < wait_count / 2)  
                    begin
                        rcount <= rcount + 1;
                        rstate <= rwait;
                    end
                    else begin
      rcount <= 0;
                        rstate <= recv;
                        rxdata <= {rx, rxdata[9:1]};  
                    end
                end
        recv: begin
                if(rindex <= 9) begin
                    if(bitDone == 1) begin
                        rindex <= rindex + 1;
                        rstate <= rwait;   
                    end
                end
                else begin
                    rstate <= ridle;
                    rindex <= 0;
                end
              end
        default: rstate <= idle;
    endcase      
end
assign rxout = rxdata[8:1];  
assign rxdone = (rindex == 9 && bitDone == 1) ? 1 : 0;
endmodule
==> impl_metrics.ini <==
; yosys + openroad results
[min_path]
hold_path_class = flip-flop to flip-flop
holdPathStages = 1

[grt]
antenna_found_initial = 0
grt.total_usage_pct = 15.6
grt_pass1_vias = 4972
use_met1_pct = 25.9
grt_max_degree = 33
use_met2_pct = 23.1
grt_use_met3_pct = 3.07
busiest_layer = met1
grt_pass1_wl_um = 24300
grt.overflow.total = 0

[placed_design]
gp_congestion = 0.797
dpl.hpwl_um = 9230
port_buffers = 21

[yosys]
top_cells_by_count = nor2_1, edfxtp_1, xor2_1
synth_chip_area_sq_um = 7920
yosys.cell_count.top_type = nor2_1
synth.cellmix.xorXnorShare_pct = 12.5
area_leaders = edfxtp_1, dfxtp_1, xor2_1
mux_area_share_pct = 0.553
ys_types = 49
edf_count = 120
synth.avg_cell_area_sq_um = 10.3
synth-compound-area-share_pct = 2.15
fa_ha_area_share_pct = 1.58
syn-cell-area_sq_um = 7920
postSynthCellCount = 767
ys_cells = 767
top_logic_kind = simple AND/OR/NAND/NOR gates
synthSimpleGateAreaFrac_pct = 26.1
synth_top_cell_by_area = edfxtp_1
flop_cell = edfxtp_1
ys_seq_share_pct = 53.6
top_cell_area_share_pct = 45.5
synth_flops = 152
synthArstFlopShare_pct = 0
synth_warnings = 1

[power]
power.leakage_nw = 2.98
peakVddDrop_v = 0.000199
pwr_density_cell_nw_per_um2 = 379

[layout]
synthToLayoutAreaGrowth_pct = 13.9
post_route_cells_drive_above_1_share_pct = 7.51

[floorplanning]
die_h_um = 143
die_w_um = 143
fp-row-count = 51
ioPinCount = 22
core_sq_um = 19400
die-area_sq_um = 20400
initial_core_util_pct = 40.8

[critical_path]
start_kind = flip-flop
r2r-start = bitIndex[8]
ff2ff_setup_slack_ns = 4.30
endpoint = txdone
timing_worst_setup_path_type = flip-flop to output pin
path_max_fanout = 6
worstSetupEndpointType = output pin
critPathLaunch = bitIndex[14]
reg2reg_depth = 5
cp.required_ns = 5.52
crit_arrival_ns = 2.20
r2r_end = bitIndex[28]

[sta]
worstMarginPinSlew_ns = 0.846
hold_viol = 0
post-route-period-util_pct = 51.9
setup_viol = 0
maxSlewViolCount = 0
clock_skew_ns = 0.0102
max_slew_margin_pct = 43.1
final.setup.tns_ns = 0
fin_crit_ns = 3.58
rsz0062_at_grt = false
fmax_mhz = 279
whs_ns = 0.496

[clock_network]
post_cts_resized = 0
cts.sinks = 152
cts_max_path_buffers = 2
numCtsBuffers = 17
ctsHtreeMaxLevel = 4
clockRootBuffer = clkbuf_16
cts_tree = done
clk_latency_ns = 0.42
post-cts-setup-buffers = 0
clk_pin_slew_ns = 0.07
cts_hold_buf = 0

[routing]
antenna_left = 0
drtPass1Iterations = 4
vias = 5349
n_antenna_cell = 0
vias_per_cell = 5.03
drt-total-wl_um = 14300
drc = 0
wl_per_cell_um = 13.5
drtIter0Drc = 254

[status]
status = finished clean

[flow_run]
tool_warnings = 31
drv_cap = 0
## per-stage QoR
step	cell area, sq um	cells	worst slack (ns)	utilization, %	total power, mW
floorplan	7920	767	3.73	-	2.25
global placement	8420	1032	3.77	43.4	2.52
detailed placement	8420	1032	3.78	43.4	2.51
CTS	9020	1064	3.31	46.5	3.46
global route	9020	1064	3.14	46.5	3.64
finish	9020	1064	3.32	46.5	3.42
## worst min-delay path by stage
stage / start / endpoint
6_report: count[0] / count[0]
4_1_cts: count[0] / count[0]
5_1_grt: rxdata[9] / rxdata[8]
## placed cells by master, fill, tap and decap left out, types with 3 or more instances in the layout
cell             Yosys  routed
nor2_1             142     142
edfxtp_1           120     120
xor2_1              73      73
nand3_1             48      48
nand4_1             44      44
nand2_1             41      41
xnor2_1             40      40
dfxtp_1             32      32
nor4_1              31      30
and2_1              23      23
inv_1               21      21
and3_1              21      21
clkdlybuf4s50_1      0      21
nor3_1              20      20
clkbuf_16            0      20
buf_4                8      15
ha_1                10      10
a21oi_1              8       8
and4_1               6       6
nand4b_1             5       5
o21ai_0              5       5
or3_1                5       5
clkinv_4             0       5
and4_2               3       3
or4_1                3       3
inv_6                0       3
## flip-flops by register name, indices dropped and copies added, names as in the netlist
register / count
state: 2
tx: 1
bitDone: 1
rindex: 32
txData: 9
count: 32
rstate: 2
bitIndex: 32
rxdata: 9
rcount: 32
## report_power, final
group / total [mW] / switching, mW / leakage [nW] / internal, mW
Sequential: 1.75 / 0.345 / 1.56 / 1.41
Combinational: 0.738 / 0.419 / 1.12 / 0.320
Clock: 0.927 / 0.382 / 0.294 / 0.545
## worst max-delay path, stage by stage, from the launching register on
cell	delay (ns)
edfxtp_1	0.47
nor4_1	0.36
nand4_1	0.16
nor3_1	0.28
clkdlybuf4s50_1	0.52
## logic make-up after synthesis
group	Yosys count
compound gates	27
mux	3
buf+inv	57
xor+xnor	113
flops	152
simple gates	405
fa+ha+maj	10
## cell type report
| cell class | instances | area, sq um |
|---|---|---|
| Clock buffer | 23 | 526 |
| Tap cell | 265 | 332 |
| Clock inverter | 9 | 77.6 |
| Timing Repair Buffer | 36 | 323 |
| Multi-Input combinational cell | 558 | 3440 |
| Fill cell | 1795 | 10400 |
| Inverter | 21 | 78.8 |
| Sequential cell | 152 | 4240 |
## routing by layer
metal	up-vias	wire length [um]
met3	8	421
met4	0	136
met5	-	0
met2	62	6500
met1	2507	7260
li1	2772	-
No activity file was given, so power comes from the tool's default toggle rates.
